### flow/run.sh
#!/bin/bash
# OpenROAD 26Q1-2900-gdf79404cd8, Yosys 0.63+post, stock flow scripts
make -C /OpenROAD-flow-scripts/flow DESIGN_CONFIG=/design/flow/config.mk WORK_HOME=/design/flow/orfs finish
### flow/config.mk
export PLATFORM = sky130hd
export DESIGN_NAME = IF_Stage
export DESIGN_NICKNAME = IF_Stage
export VERILOG_FILES = /design/flow/design.v
export SDC_FILE = /design/flow/constraint.sdc
export NUM_CORES = 4
export LEC_CHECK = 1
export CORE_UTILIZATION = 40
### flow/constraint.sdc
current_design IF_Stage

set clk_period 6.8
set clk_io_pct 0.2

create_clock -name clk0 -period $clk_period [get_ports {clk}]

set non_clock_inputs [all_inputs -no_clocks]
set_input_delay [expr $clk_period * $clk_io_pct] -clock clk0 $non_clock_inputs
set_output_delay [expr $clk_period * $clk_io_pct] -clock clk0 [all_outputs]
### flow/design.v
module Adder(A,B,result);
    input[31:0] A,B;
    output reg [31:0] result;
    always@(A,B)begin
        result = A + B;
    end
endmodule
module IF_Stage(clk, rst, ready, freeze, branch_taken, branch_addr, pc, instruction);
  input clk, rst, freeze, branch_taken, ready;
  input [31:0] branch_addr; 
  output [31:0] pc, instruction;
  wire [31:0] pc_out, mux_out;
  reg[3:0] counter;
  always @(*) begin
    if(rst) counter = 0;
    else if(branch_taken)begin
      counter = counter + 1;
    end
  end
  assign x = (counter > 11 && branch_taken)? 1'b0 : branch_taken;
  MUX_21_32bit mux_before_pc (pc, branch_addr, x, mux_out);
  PC pc_indtance (clk, rst, ready, mux_out, freeze, pc_out);
  Adder adder (32'd1, pc_out, pc);
  Instruction_memory inst_mem (pc_out, instruction);
endmodule
module Instruction_memory(adr, inst);
	input[31:0] adr;
	output reg [31:0] inst;
	wire[31:0] new_adr;
	assign new_adr = {2'b0,adr[31:2]};
always @(adr)begin
    case(adr)
		32'd0: inst = 32'b1110_00_1_1101_0_0000_0000_000000010100;  
 		32'd1: inst = 32'b1110_00_1_1101_0_0000_0001_101000000001;  
 		32'd2: inst = 32'b1110_00_1_1101_0_0000_0010_000100000011;  
 		32'd3: inst = 32'b1110_00_0_0100_1_0010_0011_000000000010;  
 		32'd4: inst = 32'b1110_00_0_0101_0_0000_0100_000000000000;  
 		32'd5: inst = 32'b1110_00_0_0010_0_0100_0101_000100000100;  
 		32'd6: inst = 32'b1110_00_0_0110_0_0000_0110_000010100000;  
 		32'd7: inst = 32'b1110_00_0_1100_0_0101_0111_000101000010;  
 		32'd8: inst = 32'b1110_00_0_0000_0_0111_1000_000000000011;  
 		32'd9: inst = 32'b1110_00_0_1111_0_0000_1001_000000000110;  
 		32'd10: inst = 32'b1110_00_0_0001_0_0100_1010_000000000101;  
 		32'd11: inst = 32'b1110_00_0_1010_1_1000_0000_000000000110;  
		32'd12: inst = 32'b0001_00_0_0100_0_0001_0001_000000000001;  
		32'd13: inst = 32'b1110_00_0_1000_1_1001_0000_000000001000;  
		32'd14: inst = 32'b0000_00_0_0100_0_0010_0010_000000000010;  
		32'd15: inst = 32'b1110_00_1_1101_0_0000_0000_101100000001;  
		32'd16: inst = 32'b1110_01_0_0100_0_0000_0001_000000000000;  
		32'd17: inst = 32'b1110_01_0_0100_1_0000_1011_000000000000;  
		32'd18: inst = 32'b1110_01_0_0100_0_0000_0010_000000000100;  
		32'd19: inst = 32'b1110_01_0_0100_0_0000_0011_000000001000;  
		32'd20: inst = 32'b1110_01_0_0100_0_0000_0100_000000001101;  
		32'd21: inst = 32'b1110_01_0_0100_0_0000_0101_000000010000;  
		32'd22: inst = 32'b1110_01_0_0100_0_0000_0110_000000010100;  
		32'd23: inst = 32'b1110_01_0_0100_1_0000_1010_000000000100;  
		32'd24: inst = 32'b1110_01_0_0100_0_0000_0111_000000011000;  
		32'd25: inst = 32'b1110_00_1_1101_0_0000_0001_000000000100;  
		32'd26: inst = 32'b1110_00_1_1101_0_0000_0010_000000000000;  
		32'd27: inst = 32'b1110_00_1_1101_0_0000_0011_000000000000;  
		32'd28: inst = 32'b1110_00_0_0100_0_0000_0100_000100000011;  
		32'd29: inst = 32'b1110_01_0_0100_1_0100_0101_000000000000;  
		32'd30: inst = 32'b1110_01_0_0100_1_0100_0110_000000000100;  
		32'd31: inst = 32'b1110_00_0_1010_1_0101_0000_000000000110;  
		32'd32: inst = 32'b1100_01_0_0100_0_0100_0110_000000000000;  
		32'd33: inst = 32'b1100_01_0_0100_0_0100_0101_000000000100;  
		32'd34: inst = 32'b1110_00_1_0100_0_0011_0011_000000000001;  
		32'd35: inst = 32'b1110_00_1_1010_1_0011_0000_000000000011;  
		32'd36: inst = 32'b1011_10_1_0_111111111111111111110111 ;  
		32'd37: inst = 32'b1110_00_1_0100_0_0010_0010_000000000001;  
		32'd38: inst = 32'b1110_00_0_1010_1_0010_0000_000000000001;  
		32'd39: inst = 32'b1011_10_1_0_111111111111111111110011 ;  
		32'd40: inst = 32'b1110_01_0_0100_1_0000_0001_000000000000;  
		32'd41: inst = 32'b1110_01_0_0100_1_0000_0010_000000000100;  
		32'd42: inst = 32'b1110_01_0_0100_1_0000_0011_000000001000;  
		32'd43: inst = 32'b1110_01_0_0100_1_0000_0100_000000001100;  
		32'd44: inst = 32'b1110_01_0_0100_1_0000_0101_000000010000;  
		32'd45: inst = 32'b1110_01_0_0100_1_0000_0110_000000010100;  
		32'd46: inst = 32'b1110_10_1_0_111111111111111111111111 ;  
    default: inst = 32'b000000_00000_00000_00000_00000000000;
  endcase
end
endmodule
module MUX_21_32bit(inp1,inp2,s,out);
    input [31:0] inp1,inp2;
    input s; 
    output wire [31:0] out;
    assign out = s ? inp2 : inp1;
endmodule
module PC(clk, rst, ready, inp, freeze, out);
    input clk, rst, freeze, ready; 
    input [31:0] inp;
    output reg [31:0] out;
    always @(posedge clk, posedge rst) begin
        if (rst == 1'b1)
	        out <= 32'b0;
	    else
            if (freeze != 1'b1 && (ready != 1'b0) ) out <= inp;
    end
endmodule 
==> qor.txt <==
status - finished clean
setup TNS - 0 ns
total die size - 11100 sq um
count of warnings emitted by yosys - 9
share of flip-flops with an asynchronous set or reset after synthesis - 0.889
setup violation total in the final timing report - 0
number of global-route vias before repair - 4274
met3 layer usage reported by global route - 0.0303
overall track demand over capacity in global routing - 0.261
top library cells by usage in the layout, fill and taps aside - 100 x sky130_fd_sc_hd__clkdlybuf4s50_1, 56 x sky130_fd_sc_hd__nand2_1, 44 x sky130_fd_sc_hd__nor2_1
routing usage on met2 - 0.369
Diodes inserted - 0
number of pins exceeding their max-slew limit in the final report - 0
ports placed on the boundary - 101
clock latency at the later pin of the worst-skew pair - 0.29 ns
number of register pins that no clock reaches - 4
Hold/Removal Path Class - reg2reg
kind of capture point of the worst setup path - output pin
Worst Setup Path Type - reg2out
maximum operating frequency - 211 MHz
PwrDens - 190 nW/um^2
length of the first detailed-routing pass in iterations - 5
RSZ-0062 raised after global routing - false
cell area after synthesis - 4260 sq um
Mapped Avg Cell Area - 7.20 sq um
leakage power summed over all cells - 1.94 nW
Detailed Route WL - 14000 microns
cell row count - 37
min cycle time layout - 4.74 ns
clock skew - 0.0123 ns
worst-path cell chain - ha_1, inv_1, or4_1, or2_2, xnor2_1, clkdlybuf4s50_1
delay of the slowest cell on the worst path - 0.70 ns
portion of the clock cycle consumed by the worst path in the final layout - 0.697
Primary FF master, synth - sky130_fd_sc_hd__dfrtp_1
count of antenna-violating nets left after detailed routing - 0
Post-CTS Setup Inserts - 0
arrival time at the worst endpoint - 3.38 ns
cts bufs inserted - 5
max-slew headroom at the worst pin - 0.376
Die Wd - 105 microns
most frequent logic cell in the layout - sky130_fd_sc_hd__clkdlybuf4s50_1
required time of the critical path - 5.44 ns
Max Root-Sink Buffers - 2
routed via count divided by cell count - 6.02
Area growth syn-to-layout - 25.4%
chip area from the yosys synthesis statistics - 4260 sq um
final core utilization - 0.518
global placer's final weighted congestion - 0.926
CP Launch Type - register
number of standard cells reported by yosys - 592
Floorplan Core Area - 10300 sq um
number of gates given a new drive strength after cts - 0
met1 Usage GRT - 0.441
first-pass GRT wire length - 22900 microns
residual overflow from global routing - 0
slowest stage cell, crit path - sky130_fd_sc_hd__or4_1
share of post-route cells with drive strength above 1 - 0.0546
pre-placement core utilization - 0.413
initial antenna violation count - 0
clock tree from TritonCTS - yes
GRT Max-Usage Layer - met1
hold violation total from the final report - 0
initial detailed-routing violation count - 355
IR drop worst, VDD - 0.101 mV
Max Fanout on Critical Path - 18
CTS Root Cell - sky130_fd_sc_hd__clkbuf_8
Synth Instances - 592
maximum number of pins on one net before global-route repair - 58
routed length per placed instance - 18.0 microns
die outline height - 105 microns
Port Buffer Count - 100
Hold Buf Count CTS - 0
clock input transition at the sequential cells of the worst setup and hold paths - 0.08 ns
slew at the pin with the worst max-slew slack - 0.927 ns
count of library flops with an enable pin - 0
count of max-cap constraint violations - 0
total number of vias - 4674
DP Wirelength - 9880 microns
#FFs+latches synth - 36
Distinct cells, synth - 65
DRC violations left - 0
number of warnings in the stage logs - 33
endpoints left unconstrained - 4
number of H-tree levels - 2
==> cell type report <==
type	count	area, sq um
fillers	1011	4980
multi-input cells	468	3040
repair buffers	110	1080
flip-flops and latches	36	861
well taps	136	170
clock buffers	7	96.3
inverters	19	71.3
clock inverters	1	30.0
==> power breakdown <==
group          internal (mW)  leakage, nW  switching, mW
registers              0.220        0.384         0.0618
logic                  0.236         1.50          0.293
clock network          0.129       0.0645         0.0777
total                  0.586         1.94          0.432
==> synth_stat cells, types with 6 or more instances <==
master	count	area, sq um
sky130_fd_sc_hd__o22ai_1	7	43.8
sky130_fd_sc_hd__a31oi_1	11	68.8
sky130_fd_sc_hd__a211oi_1	18	135
sky130_fd_sc_hd__xor2_1	10	87.6
sky130_fd_sc_hd__ha_1	11	138
sky130_fd_sc_hd__and3_1	16	100
sky130_fd_sc_hd__nor4_1	12	75.1
sky130_fd_sc_hd__inv_1	19	71.3
sky130_fd_sc_hd__o211ai_1	15	113
sky130_fd_sc_hd__dfrtp_1	32	801
sky130_fd_sc_hd__xnor2_1	22	193
sky130_fd_sc_hd__and2_1	7	43.8
sky130_fd_sc_hd__or3_1	12	75.1
sky130_fd_sc_hd__buf_2	18	90.1
sky130_fd_sc_hd__nand3_1	22	110
sky130_fd_sc_hd__o21ai_0	25	125
sky130_fd_sc_hd__nor2b_1	13	81.3
sky130_fd_sc_hd__nand4_1	13	81.3
sky130_fd_sc_hd__or4_1	7	52.6
sky130_fd_sc_hd__a21oi_1	26	130
sky130_fd_sc_hd__nor2_1	44	165
sky130_fd_sc_hd__clkbuf_1	42	158
sky130_fd_sc_hd__o2bb2ai_1	6	52.6
sky130_fd_sc_hd__nor3_1	24	120
sky130_fd_sc_hd__nand2_1	56	210
sky130_fd_sc_hd__nand2b_1	12	75.1
==> flip-flops by register name (all words and copies together), names as in the netlist <==
name             cells
pc_indtance.out     32
counter              4
==> per-stage QoR <==
| stage | std cells | instance area, sq um | worst slack, ns | hold WS [ns] | power [mW] |
|---|---|---|---|---|---|
| after detailed placement | 769 | 5220 | 2.41 | 0.610 | 0.808 |
| after floorplan | 592 | 4260 | 3.26 | 0.556 | 0.625 |
| after global routing | 777 | 5350 | 1.83 | 0.637 | 1.09 |
| after global placement | 769 | 5220 | 2.44 | 0.608 | 0.813 |
| final | 777 | 5350 | 2.06 | 0.626 | 1.02 |
| after CTS | 777 | 5350 | 2.07 | 0.624 | 1.02 |
==> cells by family after synthesis <==
logic type               share of synthesized area
adder cells (fa/ha/maj)                     0.0323
multiplexers                                0.0355
AND-OR/OR-AND                                0.253
XOR/XNOR                                    0.0657
buffers and inverters                       0.0863
flip-flops                                   0.188
AND/OR/NAND/NOR                              0.325
latches                                     0.0141
==> layer usage <==
metal	vias to the layer above	wire, microns
li1	2272	-
met1	2232	6920
met2	160	6110
met3	10	847
met4	0	122
met5	-	0
==> path summary, 6_finish.rpt <==
| path | start | to | slack [ns] | depth (start not counted) |
|---|---|---|---|---|
| setup / recovery | pc_indtance.out[0] | pc[14] | 2.06 | 6 |
| hold / removal | pc_indtance.out[29] | pc_indtance.out[29] | 0.63 | 1 |
| setup reg to reg | pc_indtance.out[0] | pc_indtance.out[14] | 4.08 | 5 |
| hold reg to reg | pc_indtance.out[29] | pc_indtance.out[29] | 0.63 | 1 |
| max in group asynchronous | rst | pc_indtance.out[19] | 4.84 | 3 |
| min in group asynchronous | rst | pc_indtance.out[2] | 1.62 | 3 |
==> worst max-delay path: cells and delay by family, from the launching register on <==
family        cells  cell delay (ns)
simple gates      2             1.07
fa+ha+maj         1             0.53
xor+xnor          1             0.14
buf+inv           2             0.66
flops             1             0.69
Power and IR drop assume default switching activity.
