==> design.v <==
module cache(clk, rst, address, write_data, read_en, write_en, cache_call_for_write_en, read_data, hit);
    input clk, rst, read_en, write_en, cache_call_for_write_en;
    input [16:0] address;
    input [63:0] write_data;
    output hit;  
    output [31:0] read_data;
    wire Offset, hit_way0, hit_way1;
    wire [5:0] Index;
    wire [9:0] Tag;
    assign Offset = address[0];
    assign Index = address[6:1];
    assign Tag = address[16:7];
    reg valid_way0 [0:63];
    reg valid_way1 [0:63];
    reg [9:0] Tag_way0 [0:63];
    reg [9:0] Tag_way1 [0:63];
    reg [31:0] data_way0 [0:1][0:63];
    reg [31:0] data_way1 [0:1][0:63];
    reg LRU [0:63]; 
    integer row;
    initial begin
        for (row = 0; row <= 63; row = row + 1) begin
            Tag_way0[row] = 10'b0;
            Tag_way1[row] = 10'b0;
            LRU[row] = 1'b0;
            valid_way0[row] = 1'b0;
            valid_way1[row] = 1'b0;
        end
    end
    always @(posedge clk) begin 
        if (write_en) begin
            if (LRU[Index]) begin
                valid_way0[Index] <= 1'b1;
                Tag_way0[Index] <= Tag;
                data_way0[0][Index] <= write_data[31:0];
                data_way0[1][Index] <= write_data[63:32];
            end
            else begin
                valid_way1[Index] <= 1'b1;
                Tag_way1[Index] <= Tag;
                data_way1[0][Index] <= write_data[31:0];
                data_way1[1][Index] <= write_data[63:32];
            end
        end
    end
    always @(posedge clk) begin 
        if (cache_call_for_write_en == 1'b1 && hit == 1'b1 && hit_way0 == 1'b1) 
            {LRU[Index], valid_way0[Index]} <= 2'b10;
        else if(cache_call_for_write_en == 1'b1 && hit == 1'b1 && hit_way1 == 1'b1) 
            {LRU[Index], valid_way1[Index]} <= 2'b00;
    end
    always @(posedge clk) begin 
        if (read_en == 1'b1 && hit == 1'b1)
            LRU[Index] <= ~hit_way0 ; 
    end
    assign hit_way0 = ((valid_way0[Index] == 1'b1) && (Tag == Tag_way0[Index])) ?  1'b1 : 1'b0;
    assign hit_way1 = ((valid_way1[Index] == 1'b1) && (Tag == Tag_way1[Index])) ?  1'b1 : 1'b0;
    or hit_or(hit, hit_way0, hit_way1);
    MUX_21_32bit m(data_way1[Offset][Index], data_way0[Offset][Index], hit_way0, read_data);
endmodule
module cache_controller(clk, rst, address, writeData, MEM_R_EN, MEM_W_EN,
     rdata, ready, sram_address, sram_write_data, sram_write_en, sram_read_en, sram_read_data, sram_ready);
  input clk, rst, MEM_R_EN, MEM_W_EN, sram_ready;
  input [31:0] address, writeData;
  input [63:0] sram_read_data;
  output ready;    
  output reg sram_write_en, sram_read_en;
  output reg [31:0] sram_write_data;
  output reg [31:0] rdata, sram_address;
  wire cache_W_EN, cache_R_EN, cache_call_for_write, cache_hit;
  wire [16:0] CacheAddr;
  wire [31:0] addr_minus_1024, readData_cache;    
  reg [1:0] ps, ns;
  parameter [1:0] IDLE = 2'b00, Sram_R_Cache_W = 2'b01, Sram_W = 2'b10;
  always @(posedge clk, posedge rst) begin  
      if (rst == 1'b1) ps <= 2'b0;
      else ps <= ns;
  end
  always @(*) begin  
    ns = ps;
    case(ps)
      IDLE: begin
          if(MEM_R_EN && ~cache_hit) 
            ns = Sram_R_Cache_W;
          else if(MEM_W_EN)
            ns = Sram_W;
      end
      Sram_R_Cache_W: if (sram_ready) ns = IDLE;        
      Sram_W: if (sram_ready) ns = IDLE;        
    endcase
  end
  always @(*) begin 
    rdata = 32'bz;
    sram_address = 64'bz;
    sram_write_data = 64'bz;
    sram_write_en = 1'b0;
    sram_read_en = 1'b0;
    case (ps)
      IDLE: if (cache_hit) rdata = readData_cache;        
      Sram_R_Cache_W: begin
        sram_address = address;
        sram_read_en = 1'b1;
        if (sram_ready) begin
          if (CacheAddr[0])  
            rdata = sram_read_data[63:32];
          else 
            rdata = sram_read_data[31:0];
        end 
      end
      Sram_W:begin
        sram_address = address;
        sram_write_data = writeData;
        sram_write_en = 1'b1;
      end
    endcase
  end
  assign ready = (ns == IDLE) ? 1'b1 : 1'b0;
  assign cache_R_EN = (ps == IDLE) ? 1'b1 : 1'b0;
  assign cache_W_EN = ((ps == Sram_R_Cache_W) && (sram_ready == 1'b1)) ? 1'b1 : 1'b0;
  assign cache_call_for_write = ((ps == IDLE) && (ns == Sram_W)) ? 1'b1 : 1'b0;
  assign addr_minus_1024 = address - 1024;
  assign CacheAddr = addr_minus_1024[17:2];
  cache che(clk, rst, CacheAddr, sram_read_data, cache_R_EN, cache_W_EN, cache_call_for_write, readData_cache, cache_hit);
endmodule
module MUX_21_32bit(inp1,inp2,s,out);
    input [31:0] inp1,inp2;
    input s; 
    output wire [31:0] out;
    assign out = s ? inp2 : inp1;
endmodule
==> constraint.sdc <==
current_design cache_controller

set clk_period 183.2
set clk_io_pct 0.2

create_clock -name clk0 -period $clk_period [get_ports {clk}]

set non_clock_inputs [all_inputs -no_clocks]
set_input_delay [expr $clk_period * $clk_io_pct] -clock clk0 $non_clock_inputs
set_output_delay [expr $clk_period * $clk_io_pct] -clock clk0 [all_outputs]
==> config.mk <==
export PLATFORM = sky130hd
export DESIGN_NAME = cache_controller
export DESIGN_NICKNAME = cache_controller
export VERILOG_FILES = /design/flow/design.v
export SDC_FILE = /design/flow/constraint.sdc
export NUM_CORES = 4
export LEC_CHECK = 1
export CORE_UTILIZATION = 40
export SYNTH_MEMORY_MAX_BITS = 65536
==> run.sh <==
#!/bin/bash
# OpenROAD 26Q1-2900-gdf79404cd8, Yosys 0.63+post, stock flow scripts
make -C /OpenROAD-flow-scripts/flow DESIGN_CONFIG=/design/flow/config.mk WORK_HOME=/design/flow/orfs finish
==> results.json <==
{
  "outcome": "complete, no violations",
  "critPathMaxFanout": 46,
  "wl_per_cell_um": 39.64,
  "hold_class": "flip-flop to flip-flop",
  "synth_top_flop_cell": "edfxtp_1",
  "crit_slowest_cell": "nor2_1",
  "drv_cap": 0,
  "insertion_delay_ns": 1.31,
  "path_common_cell": "buf_4",
  "synth.cells.most_frequent": "edfxtp_1, a22oi_1, a221oi_1",
  "io_buffer_count": 135,
  "dr.pass1.iters": 7,
  "htree_levels": 6,
  "cts_buffers": 884,
  "synth_top_cell_by_area": "edfxtp_1",
  "hpwl_um": 763200,
  "post-route-cell-area_um2": 409500,
  "syn_inst": 19610,
  "crit_path_end_kind": "primary output",
  "fp_util_pct": 40.14,
  "ys_area_um2": 360400,
  "die_h_um": 951.2,
  "critical_path_class": "input port to primary output",
  "vias": 211600,
  "synth_flops": 9539,
  "fin_crit_sh_pct": 45.65,
  "rows": 348,
  "warnings": 32,
  "cts_max_path_buffers": 4,
  "p_leak_nw": 126.1,
  "drt_drc_violations_left": 0,
  "edf_count": 9536,
  "cpPeakStageDelay_ns": 0.65,
  "grt_pass1_wl_um": 1793000,
  "fin_crit_ns": 83.63,
  "cts_tree": "done",
  "cts-root-buf": "clkbuf_16",
  "antenna_found_initial": 109,
  "hold_viol": 0,
  "holdPathStages": 2,
  "tightestPinTransition_ns": 1.438,
  "gp_congestion": 0.9251,
  "die_w_um": 951.2,
  "post_cts_buffers": 0,
  "crit_path_start_kind": "input port",
  "reg2regPathDepth": 13,
  "r2r_slack_ns": 177.59,
  "synth_seq_share_pct": 79.48,
  "dpl_cell_area_um2": 381100,
  "async_reset_ff_share_pct": 0.03145,
  "area_leaders": "edfxtp_1, a22oi_1, a221oi_1",
  "grt_setup_unrepaired": "no",
  "synth.yosys.warnings": 5,
  "avgSynthCellArea_um2": 18.38,
  "crit_required_ns": 146.56,
  "crit_arrival_ns": 46.99,
  "grt_start_max_net_pins": 129,
  "gr-total-overflow": 0,
  "syn2layout_area_growth_pct": 13.63,
  "drt_iter0_drc": 17620,
  "top_cell": "edfxtp_1",
  "num_io_pins": 232,
  "max_freq_ghz": 0.01196,
  "ir_drop_mv": 0.01223,
  "p_per_area_nw_per_um2": 10.91,
  "netlist_area_um2": 360400,
  "synth_stat.cells": 19610,
  "maxSlewViolCount": 0,
  "final.setup_skew_ns": 0.1258,
  "worstHoldEndpoint": "ps[0]",
  "chip_area_um2": 904800,
  "cts_sinks": 9539,
  "clk_pin_slew_ns": 0.06,
  "grt_pass1_vias": 220000,
  "layout-drive-gt1-share_pct": 17.37,
  "setup_viol": 0,
  "cts_hold_buf": 0,
  "fp.coreArea_um2": 897800,
  "grt.total_usage_pct": 31.64,
  "ys_types": 95,
  "r2r-end": "che.data_way1[26][31]",
  "max_slew_margin_pct": 4.100,
  "fin_setup_tns_ns": 0,
  "drt-vias-per-instance": 6.352,
  "crit_chain": "buf_16, buf_4, buf_4, buf_4, buf_4, buf_4, buf_4, buf_4, buf_4, buf_4, buf_4, buf_4, mux2_2, a221oi_1, o21ai_0, mux4_2, nor2_1, a21oi_1, o22a_1, mux2i_1, a21oi_1, buf_4, clkdlybuf4s50_1",
  "postRouteAntennaNets": 0,
  "cts_resized": 0,
  "r2r_start": "che.LRU[37]",
  "top_cell_area_share_pct": 79.46,
  "worstHoldStart": "ps[1]",
  "wirelength_um": 1320000
}
==> metrics by stage <==
stage | setup WS [ns] | utilization, % | hold WS [ns] | power, mW | instances
CTS | 99.81 | 45.56 | 0.5613 | 4.465 | 33160
detailed placement | 99.82 | 42.45 | 0.5498 | 2.711 | 31520
global route | 99.39 | 45.58 | 0.6081 | 4.561 | 33230
global placement | 99.91 | 42.45 | 0.5384 | 2.709 | 31520
finish | 99.57 | 45.61 | 0.5675 | 4.466 | 33310
floorplan | 102.85 | - | 0.4748 | 2.562 | 19610
==> cell type report <==
cell class | instances | area, um^2
Clock buffer | 1083 | 22930
Multi-Input combinational cell | 8589 | 67910
Clock inverter | 549 | 5014
Sequential cell | 9539 | 286400
Inverter | 22 | 145.1
Timing Repair Buffer | 1473 | 11770
Tap cell | 11900 | 14890
Antenna cell | 159 | 397.9
Fill cell | 74180 | 488300
==> cells by family (layout without fill, tap and decap cells) <==
group,count (synthesis),count (layout),synth area share [%]
other,0,159,0
AOI/OAI and AO/OA,5149,5149,10.50
buffers and inverters,1479,3127,2.071
DFF,9539,9539,79.48
adders and majority gates,1,1,0.003471
xor gates and xnor gates,25,25,0.06076
muxes,1468,1468,5.332
and+or+nand+nor,1946,1946,2.550
==> metal layers <==
| metal | wire length (um) | share of wire, % | up-vias | GRT usage (%) |
|---|---|---|---|---|
| met1 | 367100 | 28 | 103400 | 31.44 |
| li1 | - | - | 83900 | - |
| met2 | 555100 | 42 | 20500 | 41.22 |
| met3 | 313400 | 24 | 3494 | 33.26 |
| met5 | 10260 | 0.78 | - | 9.386 |
| met4 | 74530 | 5.6 | 317 | 13.77 |
==> state kept, by name (all words and copies together), names as in the netlist <==
register / flops
che.valid_way1: 64
che.Tag_way0: 576
che.Tag_way1: 576
che.LRU: 64
che.valid_way0: 64
che.data_way0: 4096
ps: 3
che.data_way1: 4096
==> placed cells by master (no fill, tap or decap), types with 501 or more instances in the layout <==
master,instances
mux2_2,501
a221oi_1,891
edfxtp_1,9536
a21oi_1,566
nor2_1,660
a22oi_1,1918
buf_4,1364
clkbuf_16,887
mux2i_1,653
o21ai_0,538
==> power by group <==
group	switching [mW]	internal [mW]	total, mW	leakage [nW]
clock network	0.820	0.973	1.79	13.6
registers	0.000881	2.40	2.40	85.8
logic	0.202	0.0676	0.269	26.8
==> worst max-delay path, delay by kind of cell <==
family | cells | cell delay [ns]
buffers and inverters | 14 | 7.00
multiplexers | 3 | 1.19
AND-OR/OR-AND | 5 | 1.16
AND/OR/NAND/NOR | 1 | 0.65
==> worst max-delay path by stage <==
stage                      start         to  slack, ns  cells after the start
after CTS             address[5]  rdata[30]      99.81                     23
after global routing  address[5]  rdata[30]      99.39                     23
final                 address[5]  rdata[30]      99.57                     23
Power figures rest on the tool's default switching activity, not on a simulated workload.
