## design/flow/run.sh

```bash
#!/bin/bash
# OpenROAD 26Q1-2900-gdf79404cd8, Yosys 0.63+post, stock flow scripts
make -C /OpenROAD-flow-scripts/flow DESIGN_CONFIG=/design/flow/config.mk WORK_HOME=/design/flow/orfs finish
```

## design/flow/config.mk

```make
export PLATFORM = sky130hd
export DESIGN_NAME = Memory
export DESIGN_NICKNAME = Memory
export VERILOG_FILES = /design/flow/design.v
export SDC_FILE = /design/flow/constraint.sdc
export NUM_CORES = 4
export LEC_CHECK = 1
export CORE_AREA = 10 10 70 70
export DIE_AREA = 0 0 80 80
```

## design/flow/constraint.sdc

```tcl
current_design Memory

set clk_period 1.2
set clk_io_pct 0.2

create_clock -name clk0 -period $clk_period [get_ports {sram_clk}]

set non_clock_inputs [all_inputs -no_clocks]
set_input_delay [expr $clk_period * $clk_io_pct] -clock clk0 $non_clock_inputs
set_output_delay [expr $clk_period * $clk_io_pct] -clock clk0 [all_outputs]
```

## design/flow/design.v

```verilog
module Memory(sram_clk, clk, rst, MEMread, MEMwrite, address, data, MEM_Result, ready);
    input sram_clk, clk, rst, MEMread, MEMwrite;
    input [31:0] address, data;
    output [31:0] MEM_Result;
    output ready;
    wire[31:0] sram_dq;
    wire[16:0] sram_addr;
    wire sram_wb_en, SRAM_UB_N, SRAM_LB_N, SRAM_CE_N, SRAM_OE_N;
    SRAM_Controller sram_cntrlr(sram_clk, rst, MEMwrite, MEMread, address, data, 
        MEM_Result, ready, sram_dq, sram_addr, sram_wb_en, SRAM_UB_N, SRAM_LB_N, SRAM_CE_N, SRAM_OE_N);
    SRAM s_ram(sram_clk, rst, sram_wb_en, sram_addr, sram_dq);
endmodule
module SRAM(clk, rst, SRAM_WE_N, SRAM_ADDR, SRAM_DQ);
    input clk,rst,SRAM_WE_N;
    input [16:0] SRAM_ADDR;
    inout [31:0] SRAM_DQ;
    reg [31:0] memory [0:511];
    assign #30 SRAM_DQ = SRAM_WE_N ? memory[SRAM_ADDR] : 32'bzzzz_zzzz_zzzz_zzzz_zzzz_zzzz_zzzz_zzzz;
    always @(posedge clk) begin
        if (~SRAM_WE_N) memory[SRAM_ADDR] <= SRAM_DQ;
    end
endmodule
module SRAM_Controller (clk, rst, write_en, read_en, address, writeData,
    readData, ready, SRAM_DQ, SRAM_ADDR, SRAM_WE_N, SRAM_UB_N, SRAM_LB_N, SRAM_CE_N, SRAM_OE_N);
    input clk, rst, write_en, read_en;
    input[31:0] address, writeData;
    output [31:0] readData;
    output ready, SRAM_UB_N, SRAM_LB_N, SRAM_WE_N, SRAM_CE_N, SRAM_OE_N;
    inout[31:0] SRAM_DQ;
    output [16:0] SRAM_ADDR;
    assign SRAM_UB_N = 1'b0;
    assign SRAM_LB_N = 1'b0;
    assign SRAM_CE_N = 1'b0;
    assign SRAM_OE_N = 1'b0;
    assign SRAM_DQ = (write_en == 1'b1) ? writeData : 32'bzzzz_zzzz_zzzz_zzzz_zzzz_zzzz_zzzz_zzzz;
    assign SRAM_ADDR = address[18 : 2];
    assign SRAM_WE_N = (write_en == 1'b0) ? 1'b1 : 1'b0;
    assign read_data = SRAM_DQ;
    reg count_EN;
	reg [1:0] ps, ns;
    reg [2:0] counter;
    parameter [1:0] IDLE = 2'b00, READ_STALL = 2'b01, WRITE_STALL = 2'b10;
    always @(posedge clk, posedge rst) begin  
        if (rst)
            counter <= 3'b0;
        else if (count_EN) begin
            if (counter == 6)
                counter <= 3'b0;
            else
                counter <= counter + 1;
        end
    end
    always @(posedge clk, posedge rst) begin  
        if (rst == 1'b1) ps <= 3'b0;
        else ps <= ns;
    end
    always @(ps) begin  
        if(ps != IDLE) count_EN = 1'b1;
        else count_EN = 1'b0;
    end
    always @(*) begin  
        case (ps)
            IDLE: 
                ns = (read_en == 1'b1) ? READ_STALL : ((write_en == 1'b1) ? WRITE_STALL : IDLE);
            READ_STALL: 
                ns = (counter != 5) ? READ_STALL : IDLE;
            WRITE_STALL: 
                ns = (counter != 5) ? WRITE_STALL : IDLE;
        endcase
    end
    assign ready = ((read_en == 1'b0) && (write_en == 1'b0)) ? 1'b1 : ((counter != 5) ? 1'b0 : 1'b1);
endmodule
```

==> impl_metrics.ini <==
; synthesis and place-and-route metrics
[placement]
placedInstanceArea_sq_um = 591.8
place_hpwl_microns = 870.6
placed_cells_incl_taps = 117
io_buffers = 4
gp_routability_congestion = 0.7449

[grt]
global_route.usage.total_pct = 2.881
first_global_vias = 386
grt_first_pass_wirelength_microns = 1600
globalRoute.totalOverflow = 0
largest_net_degree_at_the_start_of_global_routing = 7
antenna_found_initial = 0

[power]
vdd_drop_max_mv = 0.2167
total_leakage_power_nw = 0.3408
power-per-cell-area_nw_per_um2 = 945.3

[final_timing]
unconstrained_endpoints = 4
fin_crit_ns = 1.213
report.final.setup_viol = 1
number_of_register_pins_that_no_clock_reaches = 2
finalSetupTns_ns = -0.01300
timing_max_transition_violations_final = 0
rsz0062_at_grt = true
clock-skew-final_ns = 0.0001495
share_of_the_clock_period_used_by_the_worst_path_pct = 101.1
max_freq_mhz = 824.4
final-hold-violation-count = 0
fin_ws_ns = -0.01300

[worst_setup_path]
crit_chain = nand3b_1 > o21ai_1 > buf_2
critPathBufInv = 1
timing.critical_path.from_type = register
cpLargestDelayFamily = flip-flops
endpoint_kind = output pin
critical-path-slowest-cell = sky130_fd_sc_hd__dfrtp_1
worstPathMaxFanout = 2
worstPathArrival_ns = 0.97
critical-path-max-stage-delay_ns = 0.36
timing_worst_setup_path_type = register to output pin
worstPathRequired_ns = 0.96

[finish]
layout-drive-gt1-share_pct = 18.42
design_area_final_sq_um = 620.6
multiInputGateArea_sq_um = 275.3
final.fill_count = 400
finalNonFillerCells = 122
utilization_pct = 18.17
regArea_sq_um = 155.1
area_overhead_of_the_layout_relative_to_synthesis_pct = 9.735

[drt]
dr.pass1.iters = 2
via_count = 327
detail_route.wl_per_cell_microns = 7.992
vias_per_cell = 2.680
drcViolationCount = 0
route.antenna.remaining_nets = 0
route.antenna.diode_count = 0
drt_wl_total_microns = 975
drt-initial-drc-count = 1

[clock_tree]
clock.latency.late_pin_ns = 0.23
cts_made_buffers = 3
tritoncts = yes
clock_pin_slew_on_the_worst_setup_and_hold_paths_ns = 0.04
cts_htree_levels = 1
cts_hold_repair.buffers = 0
ctsLongestPathBuffers = 2
ctsRootBufferMaster = sky130_fd_sc_hd__clkbuf_4

[floorplan]
fp-row-count = 21
die_area_sq_um = 6400
die_x_microns = 80
initial_core_util_pct = 16.56
core_area_sq_um = 3416
die_h_microns = 80
io-pin-count = 102

[yosys]
most_frequent_cells_after_synthesis = 32 x sky130_fd_sc_hd__buf_4, 5 x sky130_fd_sc_hd__dfrtp_1, 4 x sky130_fd_sc_hd__ha_1
yosysMostFrequentCell = sky130_fd_sc_hd__buf_4
synthDistinctLibCells = 18
count_of_library_flops_with_an_enable_pin = 0
async_reset_ff_share_pct = 71.43
ys_warn_count = 37
syn-instance-count = 61
syn_avg_cell_area_sq_um = 9.271
synth-seq-cells = 7
synth_top_flop_cell = sky130_fd_sc_hd__dfrtp_1
yosysTopAreaCell = sky130_fd_sc_hd__buf_4
yosys-stat-cells = 61
total_standard_cell_area_after_synthesis_sq_um = 565.5
yosys-top-cells-area = sky130_fd_sc_hd__buf_4 42%, sky130_fd_sc_hd__dfrtp_1 22%, sky130_fd_sc_hd__ha_1 8.8%
synth.top_cell.area_share_pct = 42.48
ys_area_sq_um = 565.5

[flow_run]
tool_warnings = 95
maxCapViolCount = 0

[outcome]
failed_checks = setup timing
status = complete, but fails checks

[worst_hold_path]
hold_path_class = input pin to async pin
## power by group
| part | total (mW) | internal [mW] | switching (mW) |
|---|---|---|---|
| clock | 0.185 | 0.125 | 0.0598 |
| combinational | 0.185 | 0.110 | 0.0748 |
| sequential | 0.217 | 0.203 | 0.0144 |
| total | 0.587 | 0.438 | 0.149 |
## final cells by class
| cell class | count | area share [%] |
|---|---|---|
| tap | 46 | 9.274 |
| multi-input combinational | 50 | 44.35 |
| inverter | 3 | 1.815 |
| clock buffer | 4 | 4.234 |
| timing repair buffer | 12 | 15.32 |
| sequential | 7 | 25.00 |
## cells by family (layout without fill, tap and decap cells)
group	Yosys count	after routing	synth area share, %
simple gates	6	6	6.857
mux	1	1	1.770
compound gates	7	7	9.957
fa+ha+maj	4	4	8.850
latches	2	2	5.310
flops	5	5	22.12
other cells	1	32	0.6631
buf+inv	35	19	44.47
## timing repair
item                       in CTS  in global routing
buffers inserted                1                  0
pin swaps                       0                  0
setup endpoints to repair       1                  1
resized                         4                  0
gates cloned                    0                  0
## sequential cells by signal, summed over array words and instances (netlist names)
name,cells
sram_cntrlr.counter,3
sram_cntrlr.ps,2
sram_cntrlr.ns,2
## worst paths after layout
kind | from | slack [ns] | to | depth (start not counted)
worst max-delay path | sram_cntrlr.counter[1] | -0.01 | ready | 3
worst min-delay path | rst | 0.19 | sram_cntrlr.counter[1] | 2
worst max register to register | sram_cntrlr.ps[0] | 0.06 | sram_cntrlr.counter[1] | 4
worst min register to register | sram_cntrlr.counter[2] | 0.59 | sram_cntrlr.counter[2] | 2
max in group asynchronous | rst | 0.84 | sram_cntrlr.ps[1] | 2
min in group clk0 | sram_cntrlr.counter[2] | 0.59 | sram_cntrlr.counter[2] | 2
## cell usage in the layout (no fill, tap or decap)
| cell | Yosys | final |
|---|---|---|
| sky130_fd_sc_hd__a211oi_1 | 1 | 1 |
| sky130_fd_sc_hd__a21o_1 | 1 | 1 |
| sky130_fd_sc_hd__a21o_2 | 1 | 1 |
| sky130_fd_sc_hd__a31o_1 | 1 | 1 |
| sky130_fd_sc_hd__a32o_2 | 1 | 1 |
| sky130_fd_sc_hd__buf_2 | 0 | 1 |
| sky130_fd_sc_hd__buf_4 | 32 | 8 |
| sky130_fd_sc_hd__clkbuf_1 | 0 | 1 |
| sky130_fd_sc_hd__clkbuf_4 | 0 | 3 |
| sky130_fd_sc_hd__clkdlybuf4s50_1 | 0 | 3 |
| sky130_fd_sc_hd__conb_1 | 1 | 32 |
| sky130_fd_sc_hd__dfrtp_1 | 5 | 5 |
| sky130_fd_sc_hd__dlxtn_1 | 2 | 2 |
| sky130_fd_sc_hd__ha_1 | 4 | 4 |
| sky130_fd_sc_hd__inv_1 | 3 | 3 |
| sky130_fd_sc_hd__mux2i_1 | 1 | 1 |
| sky130_fd_sc_hd__nand3b_1 | 2 | 2 |
| sky130_fd_sc_hd__nor2_1 | 1 | 1 |
| sky130_fd_sc_hd__nor2b_1 | 2 | 2 |
| sky130_fd_sc_hd__nor3b_1 | 1 | 1 |
| sky130_fd_sc_hd__o21ai_1 | 0 | 1 |
| sky130_fd_sc_hd__o21bai_1 | 1 | 1 |
## per-layer routing
layer  vias up  GRT usage (%)  share of wire, %
li1        163              -                 -
met1       142          4.027                49
met2        20          4.334                45
met3         2         0.4545               4.7
met4         0          1.056               1.5
met5         -              0                 0
## worst reg2reg max path: cells and delay by family (launching register included)
family	cells	cell delay, ns
flops	1	0.33
buf+inv	1	0.06
fa+ha+maj	1	0.26
compound gates	2	0.37
## through the flow
step / setup slack [ns] / hold WS [ns] / total power, mW
floorplan: 0.08902 / 0.01852 / 0.3746
global placement: -0.3307 / 0.4506 / 0.4066
detailed placement: -0.3447 / 0.4481 / 0.4063
CTS: -0.03568 / 0.1917 / 0.6055
global route: -0.09150 / 0.2115 / 0.6373
finish: -0.01300 / 0.1941 / 0.5867
Power and IR drop assume default switching activity.
